$ cat design/flow/run.sh
#!/bin/bash
# OpenROAD 26Q1-2900-gdf79404cd8, Yosys 0.63+post, stock flow scripts
make -C /OpenROAD-flow-scripts/flow DESIGN_CONFIG=/design/flow/config.mk WORK_HOME=/design/flow/orfs finish
$ cat design/flow/constraint.sdc
current_design sp_ram

set clk_period 111.1
set clk_io_pct 0.2

create_clock -name clk0 -period $clk_period [get_ports {clkIn}]

set non_clock_inputs [all_inputs -no_clocks]
set_input_delay [expr $clk_period * $clk_io_pct] -clock clk0 $non_clock_inputs
set_output_delay [expr $clk_period * $clk_io_pct] -clock clk0 [all_outputs]
$ cat design/flow/design.v
`timescale 1ns/1ns
module sp_ram (
    clkIn,
    rstIn,
    addrIn,
    wrEnIn,
    wrDataIn,
    rdEnIn,
    rdDataOut,
    rdAckOut);
    parameter DATA_WIDTH = 32;
    parameter RAM_DEPTH  = 512;
    localparam WREN_WIDTH = (DATA_WIDTH+7)/8;
    localparam RAM_WIDTH  = WREN_WIDTH*8;
    localparam ADDR_WIDTH = $clog2(RAM_DEPTH);
    localparam PAD_WIDTH  = RAM_WIDTH - DATA_WIDTH;
    input clkIn;
    input rstIn;
    input [ADDR_WIDTH-1:0] addrIn;
    input [WREN_WIDTH-1:0] wrEnIn;
    input [DATA_WIDTH-1:0] wrDataIn;
    input rdEnIn;
    output [DATA_WIDTH-1:0] rdDataOut;
    output rdAckOut;
    reg [RAM_WIDTH-1:0] ram [0:(RAM_DEPTH-1)];
    reg rdAckR;
    reg [RAM_WIDTH-1:0] rdDataR;
    wire [RAM_WIDTH-1:0] wrDataPad;
    assign wrDataPad = {{PAD_WIDTH{1'b0}}, wrDataIn};
    always @(posedge clkIn) begin
        rdDataR <= ram[addrIn];
    end
    generate
    genvar i;
        for (i = 0; i < WREN_WIDTH; i = i + 1) begin
            always @(posedge clkIn) begin
                if (wrEnIn[i]) begin
                    ram[addrIn][(8*i)+:8] = wrDataPad[(8*i)+:8];
                end
            end
        end
    endgenerate
    always @(posedge clkIn) begin
        if (rstIn) begin
            rdAckR  <= 0;
        end else begin
            rdAckR  <= rdEnIn;
        end
    end
    assign rdDataOut = rdDataR[DATA_WIDTH-1:0];
    assign rdAckOut  = rdAckR;
endmodule
$ cat design/flow/config.mk
export PLATFORM = sky130hd
export DESIGN_NAME = sp_ram
export DESIGN_NICKNAME = sp_ram
export VERILOG_FILES = /design/flow/design.v
export SDC_FILE = /design/flow/constraint.sdc
export NUM_CORES = 4
export LEC_CHECK = 1
export CORE_UTILIZATION = 50
export SYNTH_MEMORY_MAX_BITS = 65536
==> job_summary.md <==
### Metrics collected by this job

| Metric | Value |
|---|---|
| First-pass DRT Iterations | 6 |
| Critical path class | input port to register |
| Inserted Clock Buffers | 1720 |
| CP Max Fanout | 70 |
| Status | finished with violations |
| #FFs+latches synth | 16420 |
| Largest net degree at the start of global routing | 129 |
| Ys cells | 30770 |
| Final cell utilization of the core | 56.59% |
| Total grt overflow | 0 |
| Worst EP required | 112.29 ns |
| Yosys cell types | 80 |
| Post-CTS setup buffers | 0 |
| Setup TNS | 0 ns |
| Ratio of cells with drive above 1 in the final layout | 21.53% |
| Total power | 12.92 mW |
| Number of enable flip-flop cells | 16380 |
| Post-route ant nets | 0 |
| Seq share, synth | 77.90% |
| Initial core utilization | 50.20% |
| CORE AREA | 1.260 sq mm |
| Port-buffer cells | 80 |
| Arr. time, crit path | 31.53 ns |
| Total GRT Usage | 35.36% |
| Die Area | 1.269 sq mm |
| RSZ-0062 raised after global routing | no |
| Avg Vias per Cell | 6.344 |
| Chip width | 1.127 mm |
| Layer with the highest usage | met2 |
| Period utilization | 27.31% |
| LEAKAGE | 225.7 nW |
| Cells after Synth | 30770 |
| Area Overhead vs Synth | 12.73% |
| Die height | 1.127 mm |
| Place WS | 79.44 ns |
| Io pins | 81 |
| Tmin final | 30.34 ns |
| Deepest clock path buffer count | 6 |
| Syn_area_per_cell | 20.55 sq um |
| Rows | 412 |
| Initial antenna violation count | 221 |
| # resized after CTS | 0 |
| # fillers | 90590 |
| Dominant flop cell | edfxtp_1 |
| Max Slew Vio Count | 1 |
| Clock Tree Root | clkbuf_16 |
| Gate Area | 0.1320 sq mm |
| Vias | 321100 |
| Hold Buf Count CTS | 0 |
| Warning count from the yosys run | 1 |
| Yosys stat area | 0.6324 sq mm |
| Gpl congestion | 0.9570 |
| Max Cap Viol | 1 |
| Slew @ Worst Pin | 1.496 ns |
| Rel. slew slack | -0.2938% |
| DR WL/cell | 39.12 um |
| Log Warnings | 72 |
| Met1 Use GR | 40.41% |
| Cell Area, Synth | 0.6324 sq mm |
| FFs w/ async S/R, synth | 0% |
| Clk slew on worst S/H paths | 0.06 ns |
| CTS sink cnt | 16420 |
| Peak Freq | 0.03296 GHz |
| Maximum VDD drop | 0.01371 mV |
| Clk_skew | 0.1096 ns |
| DRT iter0 DRCs | 23900 |
| CP Cell Sequence | buf_16 -> buf_4 -> buf_4 -> buf_4 -> buf_4 -> buf_4 -> buf_4 -> buf_4 -> buf_4 -> buf_4 -> buf_4 -> mux2i_1 -> o22ai_1 -> nor4_1 -> a31oi_1 -> a2111oi_0 -> nand3_1 |
| WP buf/inv | 11 |
| Placed cell area | 0.6591 sq mm |
| CP Capture Type | register |
| Clock H-tree levels | 7 |
| Final Hold Viols | 0 |
| Flop area | 0.4927 sq mm |
| Vias in the first global route | 347600 |
| Final WS setup | 80.76 ns |
| DP HPWL | 1305 mm |
| GR Util met3 | 34.42% |
| Delay of the slowest critical-path stage | 0.79 ns |
| Worst path slowest cell | nor4_1 |
| First-pass GRT wire length | 2724 mm |
| Final setup fails | 0 |
| Met2 Use GR | 45.03% |
| DRC viols | 0 |
| CTS tree | done |
| Cell family contributing the most delay on the critical path | buffers and inverters |
| Pwr/cell area | 18.12 mW/mm^2 |
| Worst hold path type | register to register |
| Final WL | 1980 mm |
| Design Area, Final | 0.7130 sq mm |
| Clk Latency, worst-skew pair | 1.38 ns |
| Most used cell, CP | buf_4 |
| Critical Path Source Type | input port |
| Violated checks | capacitance limit, slew limit |
==> worst register-to-register path: cells and delay by family (launching register included) <==
kind / cells / cell delay [ns]
flops: 1 / 0.36
mux: 1 / 0.46
buf+inv: 1 / 0.22
simple gates: 5 / 2.51
compound gates: 1 / 0.71
==> layout make-up <==
cell class	instances	share of cell area, %
Inverter	12	0.008423
Clock buffer	2137	6.331
Antenna cell	375	0.1316
Timing Repair Buffer	1690	1.887
Clock inverter	926	1.094
Multi-Input combinational cell	12300	18.51
Tap cell	16770	2.942
Sequential cell	16420	69.10
==> power breakdown <==
part           switching (mW)  internal (mW)  leakage [nW]
Sequential             0.0111           6.82           147
Combinational           0.430          0.181          52.3
Clock                    2.32           3.16          25.9
==> placed cells by master (no fill, tap or decap), types with 31 or more instances in the layout <==
cell type	instances
bufinv_16	127
nor4_1	160
buf_8	34
a22o_1	137
nor3_1	37
a211oi_1	74
clkbuf_16	1737
clkinv_1	379
clkinvlp_4	48
nor2b_1	37
diode_2	375
a221oi_1	331
a31oi_1	165
mux2i_1	2617
buf_12	31
nand3_1	220
nand2_4	44
nand4_1	232
a22oi_1	847
a2111oi_0	31
clkdlybuf4s50_1	37
and4_1	80
o211ai_1	56
o21ai_0	224
buf_4	1576
edfxtp_1	16380
nor2_1	2137
o22ai_1	717
and3_1	61
a32oi_1	33
clkbuf_1	383
mux2_2	74
nand3_4	66
nor3_2	38
a21oi_1	313
nor2_4	40
nand2_1	281
mux4_2	2866
clkinv_2	326
or4_1	57
==> state kept, by name (all words and copies together), names as in the netlist <==
register and flops:
ram 16384, rdDataR 32, rdAckR 1
==> cells by family (layout without fill, tap and decap cells) <==
| group | count (synthesis) | count (layout) | share of synthesized area (%) |
|---|---|---|---|
| flip-flops | 16420 | 16420 | 77.90 |
| multiplexers | 5557 | 5557 | 14.48 |
| AND/OR/NAND/NOR | 3645 | 3645 | 2.619 |
| AND-OR/OR-AND | 3096 | 3096 | 3.428 |
| buffers and inverters | 2057 | 4765 | 1.577 |
| other | 0 | 375 | 0 |
==> per-layer routing <==
layer  wire length, um  up-vias
met4            106900      332
met1            553600   162100
met3            454800     3844
met5             15150        -
met2            849700    23040
li1                  -   131800
==> final timing paths <==
kind | startpoint | to | slack (ns) | cells after the start
max reg2reg | ram[430][12] | rdDataR[12] | 106.68 | 8
max | addrIn[1] | rdDataR[21] | 80.76 | 17
min | ram[10][18] | rdDataR[18] | 0.85 | 4
min reg2reg | ram[10][18] | rdDataR[18] | 0.85 | 4
==> cell usage after synthesis, types with 76 or more instances <==
cell,number,area share [%]
a211oi_1,76,0.090
a21oi_1,314,0.25
a221oi_1,331,0.46
a22o_1,137,0.19
a22oi_1,847,1.0
a31oi_1,165,0.16
and4_1,80,0.11
buf_1,138,0.082
buf_2,680,0.54
buf_4,195,0.23
buf_6,86,0.15
clkbuf_1,943,0.56
edfxtp_1,16380,78
mux2i_1,2617,4.1
mux4_2,2866,10
nand2_1,335,0.20
nand3_1,286,0.23
nand4_1,232,0.23
nor2_1,2179,1.3
nor4_1,178,0.18
o21ai_0,225,0.18
o22ai_1,717,0.71
==> through the flow <==
stage / cells / hold slack (ns)
2_1_floorplan: 30770 / 0.7319
3_3_place_gp: 47180 / 0.8671
3_5_place_dp: 47180 / 0.8633
4_1_cts: 50250 / 0.8544
5_1_grt: 50470 / 0.9083
6_report: 50620 / 0.8500
Power and IR drop assume default switching activity.
